==> design.v <==
`timescale 1ns / 1ps
module mux_32 # (
   parameter TDATA_WIDTH = 256,
   parameter TKEEP_WIDTH = TDATA_WIDTH/8
) (
        input wire clk,
        input wire aresetn,
        input wire [TKEEP_WIDTH-1:0] input_keep,
        output logic [7:0] bytes_in_flit
    );
    always_ff @ (posedge clk) begin
        if (!aresetn)
            bytes_in_flit <= 0;
        else begin
            case (input_keep)
                32'h0: bytes_in_flit <= 0;
                32'h1: bytes_in_flit <= 1;
                32'h3: bytes_in_flit <= 2;
                32'h7: bytes_in_flit <= 3;
                32'hF: bytes_in_flit <= 4;
                32'h1F: bytes_in_flit <= 5;
                32'h3F: bytes_in_flit <= 6;
                32'h7F: bytes_in_flit <= 7;
                32'hFF: bytes_in_flit <= 8;
                32'h1FF: bytes_in_flit <= 9;
                32'h3FF: bytes_in_flit <= 10;
                32'h7FF: bytes_in_flit <= 11;
                32'hFFF: bytes_in_flit <= 12;
                32'h1FFF: bytes_in_flit <= 13;
                32'h3FFF: bytes_in_flit <= 14;
                32'h7FFF: bytes_in_flit <= 15;
                32'hFFFF: bytes_in_flit <= 16;
                32'h1FFFF: bytes_in_flit <= 17;
                32'h3FFFF: bytes_in_flit <= 18;
                32'h7FFFF: bytes_in_flit <= 19;
                32'hFFFFF: bytes_in_flit <= 20;
                32'h1FFFFF: bytes_in_flit <= 21;
                32'h3FFFFF: bytes_in_flit <= 22;
                32'h7FFFFF: bytes_in_flit <= 23;
                32'hFFFFFF: bytes_in_flit <= 24;
                32'h1FFFFFF: bytes_in_flit <= 25;
                32'h3FFFFFF: bytes_in_flit <= 26;
                32'h7FFFFFF: bytes_in_flit <= 27;
                32'hFFFFFFF: bytes_in_flit <= 28;
                32'h1FFFFFFF: bytes_in_flit <= 29;
                32'h3FFFFFFF: bytes_in_flit <= 30;
                32'h7FFFFFFF: bytes_in_flit <= 31;
                32'hFFFFFFFF: bytes_in_flit <= 32;
                32'hFFFFFFFE: bytes_in_flit <= 31;
                32'hFFFFFFFC: bytes_in_flit <= 30;
                32'hFFFFFFF8: bytes_in_flit <= 29;
                32'hFFFFFFF0: bytes_in_flit <= 28;
                32'hFFFFFFE0: bytes_in_flit <= 27;
                32'hFFFFFFC0: bytes_in_flit <= 26;
                32'hFFFFFF80: bytes_in_flit <= 25;
                32'hFFFFFF00: bytes_in_flit <= 24;
                32'hFFFFFE00: bytes_in_flit <= 23;
                32'hFFFFFC00: bytes_in_flit <= 22;
                32'hFFFFF800: bytes_in_flit <= 21;
                32'hFFFFF000: bytes_in_flit <= 20;
                32'hFFFFE000: bytes_in_flit <= 19;
                32'hFFFFC000: bytes_in_flit <= 18;
                32'hFFFF8000: bytes_in_flit <= 17;
                32'hFFFF0000: bytes_in_flit <= 16;
                32'hFFFE0000: bytes_in_flit <= 15;
                32'hFFFC0000: bytes_in_flit <= 14;
                32'hFFF80000: bytes_in_flit <= 13;
                32'hFFF00000: bytes_in_flit <= 12;
                32'hFFE00000: bytes_in_flit <= 11;
                32'hFFC00000: bytes_in_flit <= 10;
                32'hFF800000: bytes_in_flit <= 9;
                32'hFF000000: bytes_in_flit <= 8;
                32'hFE000000: bytes_in_flit <= 7;
                32'hFC000000: bytes_in_flit <= 6;
                32'hF8000000: bytes_in_flit <= 5;
                32'hF0000000: bytes_in_flit <= 4;
                32'hE0000000: bytes_in_flit <= 3;
                32'hC0000000: bytes_in_flit <= 2;
                32'h80000000: bytes_in_flit <= 1;
            endcase
        end 
    end
endmodule
==> run.sh <==
#!/bin/bash
# OpenROAD 26Q1-2900-gdf79404cd8, Yosys 0.63+post, stock flow scripts
make -C /OpenROAD-flow-scripts/flow DESIGN_CONFIG=/design/flow/config.mk WORK_HOME=/design/flow/orfs finish
==> config.mk <==
export PLATFORM = sky130hd
export DESIGN_NAME = mux_32
export DESIGN_NICKNAME = mux_32
export VERILOG_FILES = /design/flow/design.v
export SDC_FILE = /design/flow/constraint.sdc
export NUM_CORES = 4
export LEC_CHECK = 1
export CORE_AREA = 10 10 101 101
export DIE_AREA = 0 0 111 111
==> constraint.sdc <==
current_design mux_32

set clk_period 3.3
set clk_io_pct 0.2

create_clock -name clk0 -period $clk_period [get_ports {clk}]

set non_clock_inputs [all_inputs -no_clocks]
set_input_delay [expr $clk_period * $clk_io_pct] -clock clk0 $non_clock_inputs
set_output_delay [expr $clk_period * $clk_io_pct] -clock clk0 [all_outputs]
==> run summary <==
yosys + openroad results -> status=finished, final reports clean, sequential share of power=between 20% and 30%, register bit total from synthesis=6, Hold Crit Class=register to register, GRT Total Usage=a little over an eighth, top cells by count=34 x nand4_1, 21 x nor4_1, 20 x nand2_1, Synth Seq Share=a little over 6%, Port Buffers=39, count of final setup violators=0, Complex Gates by Area=between 10% and 20%, Final min period=3164 ps, Num CTS Buffers=3, number of synthesized flops with an enable pin=0, CP Class=input port to register, R2R Path End=bytes_in_flit[3], clock share of power=between 20% and 30%, origin of the critical flop-to-flop path=bytes_in_flit[3], final hold vios=0, mapped cell area=1937 um^2, gr ovfl total=0, initial antenna violation count=0, worst setup margin=about 140 ps, count leader, synth=nand4_1, cycle use final=a little over nine tenths, Die Width=111 um, Hold Crit Endpoint=bytes_in_flit[1], Clock Tree Buf Depth=2, async set-reset flop share out of synthesis=0%, power density cells=roughly 120 nW/um^2, Int Power=249.0 uW, first-pass GRT wire length=between 10000 and 15000 um, remaining antenna violation count=0, Mux cell area share=0%, worst reg-to-reg setup slack=about 2700 ps, final WL=roughly 8600 um, Avg Cell Area, Syn=between 6 and 7 um^2, clock-pin slew on the worst setup and hold paths=approximately 30 ps, TritonCTS clock tree=yes, core area=between 8000 and 9000 um^2, pre-CTS setup slack=-100.1 ps, die area=between 10000 and 15000 um^2, switching pwr=between 100 and 150 uW, Worst-Margin Slew=537.7 ps, layout cells sized above 1=31.97%, Crit path required time=about 3400 ps, io pins=between 40 and 50, fa+ha+maj area frac=0%, OpenROAD warnings=26, R2R depth=1, wire per inst=around 17 um, Comb pwr share=approximately half, max frequency=roughly 320 MHz, Area growth, synth to finish=62.02%, HP Start=bytes_in_flit[1], root buf cell=clkbuf_8, yosys stat area=approximately 1900 um^2, H-Tree Depth=1, CP Data Arrival Time=between 3000 and 4000 ps, Num Clock Sinks=6, Main logic family=simple AND/OR/NAND/NOR gates, Cell Type Count=64, DRT Pass-1 Iters=5, cell taking the most area after synthesis=nand4_1, switching share of power=between 30% and 40%, Max VDD drop=between 0.05 and 0.06 mV, drt drc=0, crit path capture type=register, vias per cell=~5.7, register with the most flip-flops=bytes_in_flit, largest net degree at the start of global routing=13, number of cells in the yosys synthesis report=~280, clock latency on the worst-skew pair=around 220 ps, Setup crit start kind=input port, Slew Limit Fails=0, skew final=0 ps, area share, top type=10.98%, vias in the first global route=approximately 2.7k, fp util=between 20% and 30%, Largest regs=bytes_in_flit x6, Max-cap violations=0, Hold Path Stages=1, Top cells by area=nand4_1 11%, nor4_1 6.8%, dfxtp_1 6.2%, Hold Slack=about 450 ps, Slew HR=between 60% and 70%, CP Max Fanout=9, Largest register FFs=6, # rows=33, via count=around 2.8k, RSZ-0062 raised after global routing=yes, LEAKAGE=around 0.0012 uW, Syn Inst Count=between 200 and 300, yosys warning tally=1, simple-gate share of the synthesized area=a little under two thirds, DP HPWL=about 7400 um, Pwr Total=about 360 uW, diodes inserted=0, XORs/XNORs by Area=approximately 1.4%, Die Ht=111 um, Top FF cell, synth=dfxtp_1, GP Congestion=around 1.1, CTS Hold Buffers Added=0, Iter 0 DRT Violations=approximately 290
[cells in the final DEF (no fill, tap or decap), types with 7 or more instances in the layout]
| master | instances |
|---|---|
| nand4_1 | 34 |
| nor2_1 | 14 |
| nor4_1 | 19 |
| nand2_1 | 20 |
| and3b_1 | 8 |
| nand3_1 | 15 |
| and4_1 | 11 |
| buf_4 | 97 |
| a21oi_1 | 7 |
| clkdlybuf4s50_1 | 39 |
| nand4b_1 | 7 |
[logic make-up after synthesis]
group,count (synthesis)
AND/OR/NAND/NOR,188
AND-OR/OR-AND,49
buffers and inverters,31
flip-flops,6
XOR/XNOR,3
other,1
[per-layer routing]
layer | track usage (%) | wire [um] | up-vias
met3 | 2.737 | 659 | 27
met1 | 18.31 | 3849 | 1295
met4 | 2.691 | 229 | 0
li1 | - | - | 1369
met5 | 0 | 0 | -
met2 | 20.95 | 3863 | 117
[worst max-delay path, stage by stage]
cell	delay, ps
clkdlybuf4s50_1	500
buf_4	170
and4_1	260
nand4_1	340
buf_4	260
a21oi_1	290
nor3_1	100
and3_1	190
nor4b_4	120
buf_4	170
a22o_1	220
[repair_timing]
action | CTS | global route
setup endpoints to repair | 0 | 6
setup buffers | 0 | 1
gates resized | 0 | 9
[through the flow]
step           util, %  instance area, um^2  cells  TNS (ps)
6_report         38.58                 3138    496         0
5_1_grt          38.58                 3138    496    -11.38
4_1_cts          37.81                 3075    495         0
3_5_place_dp     37.30                 3034    492    -549.5
3_3_place_gp     37.30                 3034    492    -703.4
2_1_floorplan        -                 1941    279         0
[how the worst max path moves through the flow]
| stage | startpoint | cells after the start | endpoint |
|---|---|---|---|
| 4_1_cts | input_keep[31] | 10 | bytes_in_flit[1] |
| 5_1_grt | input_keep[0] | 10 | bytes_in_flit[1] |
| 6_report | input_keep[13] | 11 | bytes_in_flit[3] |
[power by group through the flow]
stage / registers (uW) / clock network (uW) / logic [uW]
CTS: 73.0 / 108 / 176
finish: 73.0 / 106 / 183
global route: 72.9 / 111 / 199
[cell type report]
| type | instances | area (um^2) |
|---|---|---|
| Sequential cell | 6 | 120.1 |
| Tap cell | 105 | 131.4 |
| Timing Repair Buffer | 137 | 1139 |
| Inverter | 3 | 11.26 |
| Multi-Input combinational cell | 242 | 1695 |
| Fill cell | 825 | 4996 |
| Clock buffer | 3 | 41.29 |
Power is estimated from default activity; no workload was simulated.
