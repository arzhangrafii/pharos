File: /design/flow/run.sh
#!/bin/bash
# OpenROAD 26Q1-2900-gdf79404cd8, Yosys 0.63+post, stock flow scripts
make -C /OpenROAD-flow-scripts/flow DESIGN_CONFIG=/design/flow/config.mk WORK_HOME=/design/flow/orfs finish
File: /design/flow/config.mk
export PLATFORM = sky130hd
export DESIGN_NAME = event_logger
export DESIGN_NICKNAME = event_logger
export VERILOG_FILES = /design/flow/design.v
export SDC_FILE = /design/flow/constraint.sdc
export NUM_CORES = 4
export LEC_CHECK = 1
export CORE_AREA = 10 10 537 537
export DIE_AREA = 0 0 547 547
File: /design/flow/constraint.sdc
current_design event_logger

set clk_period 10.7
set clk_io_pct 0.2

create_clock -name clk0 -period $clk_period [get_ports {clk}]

set non_clock_inputs [all_inputs -no_clocks]
set_input_delay [expr $clk_period * $clk_io_pct] -clock clk0 $non_clock_inputs
set_output_delay [expr $clk_period * $clk_io_pct] -clock clk0 [all_outputs]
File: /design/flow/design.v
`timescale 1ns / 1ps
module event_logger # (
    parameter TDATA_WIDTH = 512,
    parameter TKEEP_WIDTH = TDATA_WIDTH/8,
    parameter TDEST_WIDTH = 16,
    parameter TID_WIDTH = 16
) (
    input wire clk,
    input wire aresetn,
    input wire [TDATA_WIDTH-1:0] in_stream_TDATA,
    input wire [TKEEP_WIDTH-1:0] in_stream_TKEEP,
    input wire [TDEST_WIDTH-1:0] in_stream_TDEST,
    input wire [TID_WIDTH-1:0]   in_stream_TID,
    output wire in_stream_TREADY,
    input wire in_stream_TVALID,
    input wire in_stream_TLAST,
    output logic [63:0] timestamp_TDATA,
    output logic [7:0] timestamp_TKEEP,
    output logic [15:0] timestamp_TDEST,
    output logic [15:0] timestamp_TID,
    input  logic timestamp_TREADY,
    output logic timestamp_TVALID,
    output logic timestamp_TLAST,
    output logic [63:0] count_TDATA,
    output logic [7:0] count_TKEEP,
    output logic [15:0] count_TDEST,
    output logic [15:0] count_TID,
    input  logic count_TREADY,
    output logic count_TVALID,
    output logic count_TLAST,
    input [TDATA_WIDTH-1:0] trigger_value,
    input [63:0] current_time,
    input measure
);
    logic read_enable;
    logic ts_write_enable;
    logic cnt_write_enable;
    logic [63:0] trig_counter = 0;  
    logic trigger;
    assign trigger = (read_enable & (trigger_value == in_stream_TDATA)) ? 1 : 0;
    assign read_enable = in_stream_TREADY & in_stream_TVALID;
    assign ts_write_enable = timestamp_TREADY;
    assign cnt_write_enable = count_TREADY;
    enum int unsigned {IDLE, MEASURE, DONE} state, next_state;
    always_comb begin
        case (state)
            IDLE: begin
                if (measure)
                    next_state <= MEASURE;
                else
                    next_state <= IDLE;
            end
            MEASURE: begin
                if (!measure)
                    next_state <= DONE;
                else
                    next_state <= MEASURE;
            end
            DONE: begin
                next_state <= IDLE;
            end
            default: next_state <= IDLE;
        endcase
    end
    always_ff @ (posedge clk) begin
        if (!aresetn) begin
            state <= IDLE;
        end
        else begin
            state <= next_state;
        end
    end
    always_ff @ (posedge clk) begin
        case (state)
            IDLE: begin
                trig_counter <= 0;
            end
            MEASURE: begin
                if (trigger) begin
                    trig_counter <= trig_counter + 1;
                    if (ts_write_enable) begin
                        timestamp_TDATA <= current_time;
                        timestamp_TKEEP <= 8'hFF;
                        timestamp_TLAST <= 1'b1;
                        timestamp_TVALID <= 1'b1;
                    end
                end
                else begin
                    timestamp_TVALID <= 1'b0;
                end
            end
            DONE: begin
                if (cnt_write_enable) begin
                    count_TDATA <= trig_counter;
                    count_TKEEP <= 8'hFF;
                    count_TLAST <= 1'b1;
                    count_TVALID <= 1'b1;
                end
                else begin
                    count_TVALID <= 1'b0;
                end
            end
        endcase
   end
endmodule
==> results.py <==
# Synthesis and PnR figures
metrics = {
    "outcome": {
        "status": "complete, no violations",
    },
    "hold_path": {
        "holdPathEnd": "count_TDATA[63]",
        "min_from": "trig_counter[63]",
        "whs_path_depth": 0,
        "hold_class": "reg -> reg",
    },
    "yosys": {
        "area_leaders": "edfxtp_1 58%, buf_4 17%, xor2_1 3.9%",
        "yosysWarnings": 66,
        "ys.flops": 132,
        "edf_count": 129,
        "flop_cell": "edfxtp_1",
        "yosys_cells": 563,
        "synth_area_um2": 6700,
        "synth.largest_area_cell": "edfxtp_1",
        "most_common_cell": "buf_4",
        "async_flop_share": 0,
        "yosysUniqueCellTypes": 36,
        "top_cells_by_count": "148 x buf_4, 129 x edfxtp_1, 45 x nor2_1, 30 x xor2_1, 25 x nand4_1",
        "ys_area_um2": 6700,
        "top_area_frac": 0.578,
        "avgSynthCellArea_um2": 11.9,
        "synthCells": 563,
        "ys_seq_frac": 0.587,
    },
    "clock_network": {
        "cts-root-buf": "clkbuf_16",
        "h-tree-depth": 4,
        "post-cts-setup-buffers": 0,
        "cts_tree": "yes",
        "cts_sinks": 132,
        "cts.clk_slew.worst_paths_ps": 50,
        "clockBufferDepth": 3,
        "numCtsBuffers": 25,
        "clk_latency_ps": 500,
        "cts_resized": 0,
        "hold_buffers": 0,
    },
    "critical_path": {
        "cp_max_fo": 1,
        "max_stage_delay_ps": 960,
        "cp_top_family": "buffers and inverters",
        "rr_worst_depth": 7,
        "cp.required_ps": 8560,
        "critPathSlowestCell": "clkdlybuf4s50_1",
        "cp-end-kind": "output pin",
        "r2r_end": "trig_counter[62]",
        "worstPathCellList": "clkdlybuf4s50_1",
        "crit_path_start_kind": "flop",
        "cp_data_arrival_time_ps": 1770,
        "critical_path_buf_inv_count": 1,
        "worstReg2RegStart": "trig_counter[0]",
        "crit_type": "reg -> out",
        "regToRegSetupSlack_ps": 7610,
    },
    "routing": {
        "routed_wl_um": 22600,
        "route.detailed.drc": 0,
        "first_pass_iters": 6,
        "drtAntennaViolNets": 0,
        "viasPerCell": 0.944,
        "vias": 4121,
        "wl_per_cell_um": 5.18,
        "drtIter0Drc": 171,
    },
    "run": {
        "warnings": 1026,
        "cap_viol_max_count": 0,
    },
    "pwr": {
        "internal_power_mw": 1.08,
        "p_sw_frac": 0.224,
        "power.clock.fraction": 0.506,
        "power_frac_comb": 0.040,
        "p_per_area_nw_per_um2": 115,
        "seq_power_share": 0.453,
        "ir_worst_vdd_v": 0.0000927,
        "p_sw_uw": 313,
        "power.static_leakage_nw": 2.85,
    },
    "timing": {
        "rsz0062_at_grt": "no",
        "skew_ps": 16.4,
        "setup_violations": 0,
        "tns_ps": 0,
        "finalHoldViolCount": 0,
        "fin_crit_ps": 3910,
        "fmax_mhz": 256,
        "worstMarginPinSlew_ps": 976,
        "finalCritPeriodShare": 0.366,
        "slew_headroom": 0.349,
        "drv_slew": 0,
    },
    "die": {
        "die_h_um": 547,
        "die_width_um": 547,
        "fp_util": 0.0242,
        "core_um2": 276000,
        "rows": 193,
        "io_pins": 1404,
        "die_area_um2": 299000,
    },
    "global_route": {
        "first_global_vias": 4725,
        "grt_max_degree": 39,
        "antenna_found_initial": 1,
        "grt_overflow_total": 0,
        "grt_use_total": 0.0143,
        "grt_pass1_wl_um": 31100,
    },
    "final_layout": {
        "fin_area_um2": 12200,
        "area_delta_synth_final_pct": 82.1,
        "utilization": 0.0441,
        "num-fill-cells": 32600,
        "drive_above_1_share": 0.0728,
    },
    "place": {
        "place_area_um2": 11500,
        "port_buffers": 68,
        "place_congestion": 0.644,
        "dpl.hpwl_um": 17800,
    },
}
==> per-layer routing <==
metal | vias to the layer above | share of wire | global-route usage
li1 | 1893 | - | -
met1 | 1967 | 0.27 | 0.0102
met2 | 230 | 0.60 | 0.0308
met3 | 31 | 0.030 | 0.00196
met4 | 0 | 0.10 | 0.0121
met5 | - | 0 | 0
==> placed cells by master, fill, tap and decap left out, types with 2 or more instances in the layout <==
| cell type | count |
|---|---|
| o31ai_1 | 5 |
| nand3_1 | 23 |
| xnor2_1 | 8 |
| clkdlybuf4s50_1 | 68 |
| and3_1 | 8 |
| clkinv_1 | 4 |
| inv_1 | 9 |
| conb_1 | 148 |
| nor3_1 | 3 |
| nand2_1 | 19 |
| xor2_1 | 30 |
| or3_1 | 21 |
| and2_1 | 3 |
| nor4_1 | 3 |
| a21oi_1 | 24 |
| nor4_4 | 2 |
| clkbuf_16 | 25 |
| buf_4 | 10 |
| or4_1 | 5 |
| edfxtp_1 | 129 |
| bufinv_16 | 2 |
| nor4_2 | 2 |
| nor2_1 | 45 |
| dfxtp_1 | 3 |
| and4_1 | 2 |
| o21ai_0 | 19 |
| nand4_1 | 25 |
==> layout make-up <==
class,count,area [µm²],area share
Antenna cell,1,2.50,0.000205
Sequential cell,132,3930,0.322
Multi-Input combinational cell,406,2120,0.174
Inverter,10,37.5,0.00308
Clock inverter,7,80.1,0.00656
Clock buffer,26,629,0.0516
Tap cell,3705,4640,0.380
Timing Repair Buffer,78,756,0.0619
==> power groups by stage <==
stage	sequential (mW)	combinational [mW]	clock, mW
finish	0.634	0.0563	0.708
global route	0.639	0.0673	0.753
CTS	0.634	0.0611	0.740
==> how the worst max path moves through the flow <==
stage | from | to | slack [ps] | depth (start not counted)
final | count_TDATA[41] | count_TDATA[41] | 6790 | 1
after global routing | count_TREADY | count_TDATA[21] | 6710 | 3
after CTS | count_TDATA[36] | count_TDATA[36] | 6700 | 1
==> state kept, by name, summed over array words and instances (netlist names) <==
name and count:
count_TVALID 1, trig_counter 64, state 3, count_TDATA 64
==> cells by family after synthesis <==
kind of cell / share of synthesized area
buffers and inverters: 0.180
AND-OR/OR-AND: 0.0392
adder cells (fa/ha/maj): 0.00187
AND/OR/NAND/NOR: 0.141
other: 0.00112
flip-flops: 0.587
XOR/XNOR: 0.0497
==> stage by stage <==
| step | hold slack, ps | instances | setup slack (ps) | power [mW] |
|---|---|---|---|---|
| after floorplan | 439 | 709 | 6630 | 0.706 |
| after global placement | 450 | 4331 | 6270 | 0.703 |
| after detailed placement | 466 | 4331 | 6220 | 0.705 |
| after CTS | 483 | 4364 | 6700 | 1.44 |
| after global routing | 505 | 4365 | 6710 | 1.46 |
| final | 482 | 4365 | 6790 | 1.40 |
No activity file was given, so power comes from the tool's default toggle rates.
