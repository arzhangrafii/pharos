==> flow/design.v <==
`timescale 1ns / 1ps
module mux_64 # (
   parameter TDATA_WIDTH = 512,
   parameter TKEEP_WIDTH = TDATA_WIDTH/8
) (
        input wire clk,
        input wire aresetn,
        input wire [TKEEP_WIDTH-1:0] input_keep,
        output logic [7:0] bytes_in_flit
    );
    always_ff @ (posedge clk) begin
        if (!aresetn)
            bytes_in_flit <= 0;
        else begin
            case (input_keep)
                64'h0: bytes_in_flit <= 0;
                64'h1: bytes_in_flit <= 1;
                64'h3: bytes_in_flit <= 2;
                64'h7: bytes_in_flit <= 3;
                64'hF: bytes_in_flit <= 4;
                64'h1F: bytes_in_flit <= 5;
                64'h3F: bytes_in_flit <= 6;
                64'h7F: bytes_in_flit <= 7;
                64'hFF: bytes_in_flit <= 8;
                64'h1FF: bytes_in_flit <= 9;
                64'h3FF: bytes_in_flit <= 10;
                64'h7FF: bytes_in_flit <= 11;
                64'hFFF: bytes_in_flit <= 12;
                64'h1FFF: bytes_in_flit <= 13;
                64'h3FFF: bytes_in_flit <= 14;
                64'h7FFF: bytes_in_flit <= 15;
                64'hFFFF: bytes_in_flit <= 16;
                64'h1FFFF: bytes_in_flit <= 17;
                64'h3FFFF: bytes_in_flit <= 18;
                64'h7FFFF: bytes_in_flit <= 19;
                64'hFFFFF: bytes_in_flit <= 20;
                64'h1FFFFF: bytes_in_flit <= 21;
                64'h3FFFFF: bytes_in_flit <= 22;
                64'h7FFFFF: bytes_in_flit <= 23;
                64'hFFFFFF: bytes_in_flit <= 24;
                64'h1FFFFFF: bytes_in_flit <= 25;
                64'h3FFFFFF: bytes_in_flit <= 26;
                64'h7FFFFFF: bytes_in_flit <= 27;
                64'hFFFFFFF: bytes_in_flit <= 28;
                64'h1FFFFFFF: bytes_in_flit <= 29;
                64'h3FFFFFFF: bytes_in_flit <= 30;
                64'h7FFFFFFF: bytes_in_flit <= 31;
                64'hFFFFFFFF: bytes_in_flit <= 32;
                64'h1FFFFFFFF: bytes_in_flit <= 33;
                64'h3FFFFFFFF: bytes_in_flit <= 34;
                64'h7FFFFFFFF: bytes_in_flit <= 35;
                64'hFFFFFFFFF: bytes_in_flit <= 36;
                64'h1FFFFFFFFF: bytes_in_flit <= 37;
                64'h3FFFFFFFFF: bytes_in_flit <= 38;
                64'h7FFFFFFFFF: bytes_in_flit <= 39;
                64'hFFFFFFFFFF: bytes_in_flit <= 40;
                64'h1FFFFFFFFFF: bytes_in_flit <= 41;
                64'h3FFFFFFFFFF: bytes_in_flit <= 42;
                64'h7FFFFFFFFFF: bytes_in_flit <= 43;
                64'hFFFFFFFFFFF: bytes_in_flit <= 44;
                64'h1FFFFFFFFFFF: bytes_in_flit <= 45;
                64'h3FFFFFFFFFFF: bytes_in_flit <= 46;
                64'h7FFFFFFFFFFF: bytes_in_flit <= 47;
                64'hFFFFFFFFFFFF: bytes_in_flit <= 48;
                64'h1FFFFFFFFFFFF: bytes_in_flit <= 49;
                64'h3FFFFFFFFFFFF: bytes_in_flit <= 50;
                64'h7FFFFFFFFFFFF: bytes_in_flit <= 51;
                64'hFFFFFFFFFFFFF: bytes_in_flit <= 52;
                64'h1FFFFFFFFFFFFF: bytes_in_flit <= 53;
                64'h3FFFFFFFFFFFFF: bytes_in_flit <= 54;
                64'h7FFFFFFFFFFFFF: bytes_in_flit <= 55;
                64'hFFFFFFFFFFFFFF: bytes_in_flit <= 56;
                64'h1FFFFFFFFFFFFFF: bytes_in_flit <= 57;
                64'h3FFFFFFFFFFFFFF: bytes_in_flit <= 58;
                64'h7FFFFFFFFFFFFFF: bytes_in_flit <= 59;
                64'hFFFFFFFFFFFFFFF: bytes_in_flit <= 60;
                64'h1FFFFFFFFFFFFFFF: bytes_in_flit <= 61;
                64'h3FFFFFFFFFFFFFFF: bytes_in_flit <= 62;
                64'h7FFFFFFFFFFFFFFF: bytes_in_flit <= 63;
                64'hFFFFFFFFFFFFFFFF: bytes_in_flit <= 64;
                64'hFFFFFFFFFFFFFFFE: bytes_in_flit <= 63;
                64'hFFFFFFFFFFFFFFFC: bytes_in_flit <= 62;
                64'hFFFFFFFFFFFFFFF8: bytes_in_flit <= 61;
                64'hFFFFFFFFFFFFFFF0: bytes_in_flit <= 60;
                64'hFFFFFFFFFFFFFFE0: bytes_in_flit <= 59;
                64'hFFFFFFFFFFFFFFC0: bytes_in_flit <= 58;
                64'hFFFFFFFFFFFFFF80: bytes_in_flit <= 57;
                64'hFFFFFFFFFFFFFF00: bytes_in_flit <= 56;
                64'hFFFFFFFFFFFFFE00: bytes_in_flit <= 55;
                64'hFFFFFFFFFFFFFC00: bytes_in_flit <= 54;
                64'hFFFFFFFFFFFFF800: bytes_in_flit <= 53;
                64'hFFFFFFFFFFFFF000: bytes_in_flit <= 52;
                64'hFFFFFFFFFFFFE000: bytes_in_flit <= 51;
                64'hFFFFFFFFFFFFC000: bytes_in_flit <= 50;
                64'hFFFFFFFFFFFF8000: bytes_in_flit <= 49;
                64'hFFFFFFFFFFFF0000: bytes_in_flit <= 48;
                64'hFFFFFFFFFFFE0000: bytes_in_flit <= 47;
                64'hFFFFFFFFFFFC0000: bytes_in_flit <= 46;
                64'hFFFFFFFFFFF80000: bytes_in_flit <= 45;
                64'hFFFFFFFFFFF00000: bytes_in_flit <= 44;
                64'hFFFFFFFFFFE00000: bytes_in_flit <= 43;
                64'hFFFFFFFFFFC00000: bytes_in_flit <= 42;
                64'hFFFFFFFFFF800000: bytes_in_flit <= 41;
                64'hFFFFFFFFFF000000: bytes_in_flit <= 40;
                64'hFFFFFFFFFE000000: bytes_in_flit <= 39;
                64'hFFFFFFFFFC000000: bytes_in_flit <= 38;
                64'hFFFFFFFFF8000000: bytes_in_flit <= 37;
                64'hFFFFFFFFF0000000: bytes_in_flit <= 36;
                64'hFFFFFFFFE0000000: bytes_in_flit <= 35;
                64'hFFFFFFFFC0000000: bytes_in_flit <= 34;
                64'hFFFFFFFF80000000: bytes_in_flit <= 33;
                64'hFFFFFFFF00000000: bytes_in_flit <= 32;
                64'hFFFFFFFE00000000: bytes_in_flit <= 31;
                64'hFFFFFFFC00000000: bytes_in_flit <= 30;
                64'hFFFFFFF800000000: bytes_in_flit <= 29;
                64'hFFFFFFF000000000: bytes_in_flit <= 28;
                64'hFFFFFFE000000000: bytes_in_flit <= 27;
                64'hFFFFFFC000000000: bytes_in_flit <= 26;
                64'hFFFFFF8000000000: bytes_in_flit <= 25;
                64'hFFFFFF0000000000: bytes_in_flit <= 24;
                64'hFFFFFE0000000000: bytes_in_flit <= 23;
                64'hFFFFFC0000000000: bytes_in_flit <= 22;
                64'hFFFFF80000000000: bytes_in_flit <= 21;
                64'hFFFFF00000000000: bytes_in_flit <= 20;
                64'hFFFFE00000000000: bytes_in_flit <= 19;
                64'hFFFFC00000000000: bytes_in_flit <= 18;
                64'hFFFF800000000000: bytes_in_flit <= 17;
                64'hFFFF000000000000: bytes_in_flit <= 16;
                64'hFFFE000000000000: bytes_in_flit <= 15;
                64'hFFFC000000000000: bytes_in_flit <= 14;
                64'hFFF8000000000000: bytes_in_flit <= 13;
                64'hFFF0000000000000: bytes_in_flit <= 12;
                64'hFFE0000000000000: bytes_in_flit <= 11;
                64'hFFC0000000000000: bytes_in_flit <= 10;
                64'hFF80000000000000: bytes_in_flit <= 9;
                64'hFF00000000000000: bytes_in_flit <= 8;
                64'hFE00000000000000: bytes_in_flit <= 7;
                64'hFC00000000000000: bytes_in_flit <= 6;
                64'hF800000000000000: bytes_in_flit <= 5;
                64'hF000000000000000: bytes_in_flit <= 4;
                64'hE000000000000000: bytes_in_flit <= 3;
                64'hC000000000000000: bytes_in_flit <= 2;
                64'h8000000000000000: bytes_in_flit <= 1;
            endcase
        end 
    end
endmodule
`timescale 1ns / 1ps
module packet_snooper # (
   parameter TDATA_WIDTH = 512,
   parameter TKEEP_WIDTH = TDATA_WIDTH/8
) (
   input wire clk,
   input wire aresetn,
   input wire [TDATA_WIDTH-1:0] in_stream_TDATA,
   input wire [TKEEP_WIDTH-1:0] in_stream_TKEEP,
   input wire in_stream_TREADY,
   input wire in_stream_TVALID,
   input wire in_stream_TLAST,
   output logic [63:0] flit_count_TDATA,
   output logic [7:0] flit_count_TKEEP,
   input  logic flit_count_TREADY,
   output logic flit_count_TVALID,
   output logic flit_count_TLAST,
   output logic [63:0] packet_count_TDATA,
   output logic [7:0] packet_count_TKEEP,
   input  logic packet_count_TREADY,
   output logic packet_count_TVALID,
   output logic packet_count_TLAST,
   output logic [63:0] cycle_count_TDATA,
   output logic [7:0] cycle_count_TKEEP,
   input  logic cycle_count_TREADY,
   output logic cycle_count_TVALID,
   output logic cycle_count_TLAST,
   input measure,
   output logic [63:0] packet_size,
   output logic packet_size_valid,
   output logic measure_sync_out
);
   logic read_enable;
   logic fc_write_enable;
   logic pc_write_enable;
   logic cc_write_enable;
   logic [TKEEP_WIDTH-1:0] input_keep;
   logic input_last;
   logic [7:0] bytes_in_flit;
   logic [63:0] byte_sum;
   logic [63:0] flit_counter = 0;  
   logic [63:0] packet_counter = 0;  
   logic [63:0] cycle_counter = 0;  
   assign read_enable = in_stream_TVALID & in_stream_TREADY;
   assign fc_write_enable = flit_count_TREADY;
   assign pc_write_enable = packet_count_TREADY;
   assign cc_write_enable = cycle_count_TREADY;
   assign input_keep = in_stream_TKEEP;
   assign input_last = in_stream_TLAST;
   enum int unsigned {IDLE, MEASURE, DONE} state, next_state;
   always_comb begin
       case (state)
           IDLE: begin
               if (measure)
                   next_state <= MEASURE;
               else
                   next_state <= IDLE;
           end
           MEASURE: begin
               if (!measure)
                   next_state <= DONE;
               else
                   next_state <= MEASURE;
           end
           DONE: begin
               next_state <= IDLE;
           end
           default: next_state <= IDLE;
       endcase
   end
   always_ff @ (posedge clk) begin
       if (!aresetn) begin
           state <= IDLE;
       end
       else begin
           state <= next_state;
       end
   end
   generate
       if (TKEEP_WIDTH == 1) begin
           mux_1 # (.TDATA_WIDTH (TDATA_WIDTH),.TKEEP_WIDTH (TKEEP_WIDTH)) inst1 
                (.clk(clk),
                 .aresetn(aresetn),
                 .input_keep(input_keep),
                 .bytes_in_flit(bytes_in_flit)
                 );
       end
       else if (TKEEP_WIDTH == 2) begin
           mux_2 # (.TDATA_WIDTH (TDATA_WIDTH),.TKEEP_WIDTH (TKEEP_WIDTH)) inst1 
                (.clk(clk),
                 .aresetn(aresetn),
                 .input_keep(input_keep),
                 .bytes_in_flit(bytes_in_flit)
                 );
       end
       else if (TKEEP_WIDTH == 4) begin
           mux_4 # (.TDATA_WIDTH (TDATA_WIDTH),.TKEEP_WIDTH (TKEEP_WIDTH)) inst1 
                (.clk(clk),
                 .aresetn(aresetn),
                 .input_keep(input_keep),
                 .bytes_in_flit(bytes_in_flit)
                 );
       end
       else if (TKEEP_WIDTH == 8) begin
           mux_8 # (.TDATA_WIDTH (TDATA_WIDTH),.TKEEP_WIDTH (TKEEP_WIDTH)) inst1 
                (.clk(clk),
                 .aresetn(aresetn),
                 .input_keep(input_keep),
                 .bytes_in_flit(bytes_in_flit)
                 );
       end
       else if (TKEEP_WIDTH == 16) begin
           mux_16 # (.TDATA_WIDTH (TDATA_WIDTH),.TKEEP_WIDTH (TKEEP_WIDTH)) inst1 
                (.clk(clk),
                 .aresetn(aresetn),
                 .input_keep(input_keep),
                 .bytes_in_flit(bytes_in_flit)
                 );
       end
       else if (TKEEP_WIDTH == 32) begin
           mux_32 # (.TDATA_WIDTH (TDATA_WIDTH),.TKEEP_WIDTH (TKEEP_WIDTH)) inst1 
                (.clk(clk),
                 .aresetn(aresetn),
                 .input_keep(input_keep),
                 .bytes_in_flit(bytes_in_flit)
                 );
       end
       else if (TKEEP_WIDTH == 64) begin
           mux_64 # (.TDATA_WIDTH (TDATA_WIDTH),.TKEEP_WIDTH (TKEEP_WIDTH)) inst1 
                (.clk(clk),
                 .aresetn(aresetn),
                 .input_keep(input_keep),
                 .bytes_in_flit(bytes_in_flit)
                 );
       end
   endgenerate
   always_ff @ (posedge clk) begin
       measure_sync_out <= measure;
       case (state)
           IDLE: begin
               cycle_counter <= 0;
               flit_counter <= 0;
               packet_counter <= 0;
               byte_sum <= 0;
               packet_size_valid <= 0;
           end
           MEASURE: begin
               cycle_counter <= cycle_counter + 1;
               if (read_enable) begin
                   flit_counter <= flit_counter + 1;                                  
                   if (input_last) begin
                       packet_counter = packet_counter + 1;
                       byte_sum = byte_sum + bytes_in_flit;
                       packet_size = byte_sum;
                       packet_size_valid = 1;
                       byte_sum = 0;
                   end
                   else begin
                       byte_sum <= byte_sum + bytes_in_flit;
                       packet_size_valid <= 0;
                   end
               end
           end
           DONE: begin
               if (cc_write_enable) begin
                  cycle_count_TDATA <= cycle_counter;
                  cycle_count_TKEEP <= 8'hFF;
                  cycle_count_TLAST <= 1'b1;
                  cycle_count_TVALID <= 1'b1;
               end
               else begin
                   cycle_count_TVALID <= 1'b0;
               end
               if (pc_write_enable) begin
                  packet_count_TDATA <= packet_counter;
                  packet_count_TKEEP <= 8'hFF;
                  packet_count_TLAST <= 1'b1;
                  packet_count_TVALID <= 1'b1;
               end
               else begin
                   packet_count_TVALID <= 1'b0;
               end
               if (fc_write_enable) begin
                  flit_count_TDATA <= flit_counter;
                  flit_count_TKEEP <= 8'hFF;
                  flit_count_TLAST <= 1'b1;
                  flit_count_TVALID <= 1'b1;
               end
               else begin
                   flit_count_TVALID <= 1'b0;
               end
           end
       endcase
  end
endmodule
==> flow/run.sh <==
#!/bin/bash
# OpenROAD 26Q1-2900-gdf79404cd8, Yosys 0.63+post, stock flow scripts
make -C /OpenROAD-flow-scripts/flow DESIGN_CONFIG=/design/flow/config.mk WORK_HOME=/design/flow/orfs finish
==> flow/config.mk <==
export PLATFORM = sky130hd
export DESIGN_NAME = packet_snooper
export DESIGN_NICKNAME = packet_snooper
export VERILOG_FILES = /design/flow/design.v
export SDC_FILE = /design/flow/constraint.sdc
export NUM_CORES = 4
export LEC_CHECK = 1
export CORE_AREA = 10 10 487 487
export DIE_AREA = 0 0 497 497
==> flow/constraint.sdc <==
current_design packet_snooper

set clk_period 21.4
set clk_io_pct 0.2

create_clock -name clk0 -period $clk_period [get_ports {clk}]

set non_clock_inputs [all_inputs -no_clocks]
set_input_delay [expr $clk_period * $clk_io_pct] -clock clk0 $non_clock_inputs
set_output_delay [expr $clk_period * $clk_io_pct] -clock clk0 [all_outputs]
==> run_summary.xml <==
<?xml version="1.0" encoding="UTF-8"?>
<metrics>
  <group name="setup_path">
    <metric name="timing.critical_path.from" unit="">in_stream_TKEEP[57]</metric>
    <metric name="worst-r2r-cell-count" unit="">10</metric>
    <metric name="arrival" unit="ns">8.11</metric>
    <metric name="internal_reg_to_reg_setup_slack" unit="ns">17.70</metric>
    <metric name="crit_path_max_fanout" unit="">11</metric>
    <metric name="worst-endpoint-required" unit="ns">21.94</metric>
    <metric name="setup.worst_path.start_class" unit="">input pin</metric>
    <metric name="end_kind" unit="">flop</metric>
    <metric name="worst-setup-path-type" unit="">input pin to flop</metric>
    <metric name="startpoint_of_the_lowest_slack_register_to_register_path" unit="">byte_sum[8]$_SDFFCE_PP0P_</metric>
    <metric name="regToRegEndpoint" unit="">byte_sum[54]$_SDFFCE_PP0P_</metric>
  </group>
  <group name="detailed_routing">
    <metric name="finalWirelength" unit="um">83700</metric>
    <metric name="drc_errors" unit="">0</metric>
    <metric name="wl_per_cell" unit="um">15.3</metric>
    <metric name="routed_via_density" unit="">3.23</metric>
    <metric name="detail-route-antenna-nets" unit="">0</metric>
    <metric name="detailedRoute.firstIterationViolations" unit="">1390</metric>
    <metric name="drt-pass1-iter-count" unit="">8</metric>
    <metric name="num_vias" unit="">17600</metric>
  </group>
  <group name="yosys">
    <metric name="synth.ff_latch_count" unit="">527</metric>
    <metric name="dominant_register_cell" unit="">edfxtp_1</metric>
    <metric name="synth_stat.cells" unit="">2039</metric>
    <metric name="unique_masters_post_synth" unit="">80</metric>
    <metric name="post_synth_edffs" unit="">516</metric>
    <metric name="synth-warning-count" unit="">2</metric>
    <metric name="async_reset_ff_share" unit="%">0</metric>
    <metric name="synth_cells" unit="">2039</metric>
    <metric name="synth_sequential_area_ratio" unit="%">62.0</metric>
    <metric name="postSynthAreaPerCell" unit="um^2">12.4</metric>
    <metric name="post_synth_instance_area" unit="um^2">25400</metric>
    <metric name="synth_chip_area" unit="um^2">25400</metric>
  </group>
  <group name="clock_tree">
    <metric name="cts_repair_resize_count" unit="">0</metric>
    <metric name="post_cts_hold_buffer_count" unit="">0</metric>
    <metric name="worst_skew_pair.late_latency" unit="ns">0.69</metric>
    <metric name="clk_pin_slew" unit="ns">0.06</metric>
    <metric name="cts-buffers-inserted" unit="">59</metric>
    <metric name="cts-htree-levels" unit="">2</metric>
    <metric name="clock_tree.root_cell" unit="">clkbuf_16</metric>
    <metric name="tritoncts_num_sinks" unit="">527</metric>
    <metric name="tritoncts" unit="">built</metric>
    <metric name="cts_buffer_depth" unit="">3</metric>
    <metric name="postCtsSetupRepairBufs" unit="">0</metric>
  </group>
  <group name="power">
    <metric name="power.density_cell_area" unit="nW/um^2">70.7</metric>
    <metric name="power.static_leakage" unit="nW">10.6</metric>
    <metric name="total_power" unit="mW">2.43</metric>
    <metric name="power.ir.vdd_worst" unit="mV">0.0667</metric>
  </group>
  <group name="timing">
    <metric name="timing.slew.headroom" unit="%">38.1</metric>
    <metric name="setup-violations-final" unit="">0</metric>
    <metric name="timing.setup.tns" unit="ns">0</metric>
    <metric name="setup_repair_after_global_routing_missed_its_margin" unit="">false</metric>
    <metric name="layout_worst_path_cycle_share" unit="%">35.4</metric>
    <metric name="worstMarginPinSlew" unit="ns">0.920</metric>
    <metric name="fmax" unit="MHz">132</metric>
    <metric name="skew" unit="ns">0.0515</metric>
    <metric name="worst_hold_slack" unit="ns">0.460</metric>
    <metric name="final_hold_viol_count" unit="">0</metric>
    <metric name="finalMaxSlewViolations" unit="">0</metric>
    <metric name="post-route-min-period" unit="ns">7.57</metric>
  </group>
  <group name="finish">
    <metric name="area.growth.synth_to_final" unit="%">35.5</metric>
    <metric name="final.fill_count" unit="">25000</metric>
    <metric name="ratio_of_cells_with_drive_above_1_in_the_final_layout" unit="%">7.08</metric>
    <metric name="finalNonFillerCells" unit="">5456</metric>
  </group>
  <group name="global_routing">
    <metric name="grtUsageTotal" unit="%">6.61</metric>
    <metric name="grt_max_degree" unit="">154</metric>
    <metric name="antenna_violations_before_repair" unit="">36</metric>
    <metric name="grt.overflow.total" unit="">0</metric>
    <metric name="grt_first_pass_wirelength" unit="um">120000</metric>
    <metric name="first_global_vias" unit="">17400</metric>
  </group>
  <group name="placed_design">
    <metric name="finalWeightedCongestion" unit="">0.874</metric>
    <metric name="place_hpwl" unit="um">65300</metric>
    <metric name="numPortBuffers" unit="">333</metric>
    <metric name="dpl.cell_count" unit="">5341</metric>
  </group>
  <group name="job">
    <metric name="total_tool_warning_count" unit="">541</metric>
    <metric name="max_cap_viol_count" unit="">0</metric>
  </group>
  <group name="die">
    <metric name="floorplan.core_util" unit="%">11.2</metric>
    <metric name="io-pin-count" unit="">873</metric>
    <metric name="num_rows" unit="">175</metric>
    <metric name="die.size.x" unit="um">497</metric>
    <metric name="coreArea" unit="um^2">227000</metric>
    <metric name="chip_area" unit="um^2">247000</metric>
    <metric name="die_h" unit="um">497</metric>
  </group>
  <group name="run_status">
    <metric name="outcome" unit="">completed</metric>
  </group>
  <group name="hold_path">
    <metric name="hold_path.class" unit="">flop to flop</metric>
  </group>
</metrics>
[state kept, by name, indices dropped and copies added (netlist names), named ones only]
signal and flops:
byte_sum 64, cycle_count_TDATA 64, cycle_counter 64, flit_count_TDATA 64
flit_counter 64, packet_count_TDATA 64, packet_counter 64, packet_size 64
state 3, cycle_count_TVALID 1, flit_count_TVALID 1, measure_sync_out 1
packet_count_TVALID 1, packet_size_valid 1
[worst min path at each step]
stage,start,to,depth (start not counted)
CTS,flit_counter[47]$_SDFFCE_PN0P_,flit_count_TDATA[47]$_DFFE_PP_,0
finish,flit_counter[47]$_SDFFCE_PN0P_,flit_count_TDATA[47]$_DFFE_PP_,0
global route,flit_counter[47]$_SDFFCE_PN0P_,flit_count_TDATA[47]$_DFFE_PP_,0
[area by class of cell]
class	instances	area [um^2]	share of cell area, %
Sequential cell	527	15700	45.7
Multi-Input combinational cell	1404	9160	26.7
Tap cell	3009	3760	11.0
Timing Repair Buffer	359	3550	10.3
Clock buffer	70	1520	4.41
Clock inverter	40	493	1.43
Inverter	42	158	0.459
Antenna cell	5	12.5	0.0364
[worst max-delay path, cell delays in order]
cell	delay (ns)
clkdlybuf4s50_1	0.61
nand4_1	0.51
or4_1	0.75
nor3_1	0.71
nand3_1	0.27
o211ai_1	0.22
nor2_1	0.12
nor4b_1	0.18
and3_4	0.22
a22o_1	0.23
[report_power, final]
| group | switching, mW | internal, mW |
|---|---|---|
| sequential | 0.0526 | 1.20 |
| combinational | 0.0764 | 0.0613 |
| clock | 0.439 | 0.599 |
| total | 0.568 | 1.86 |
[Yosys cell counts (all sizes together) (4+ instances only)]
library cell | number | area (um^2)
a21boi | 29 | 218
a21o | 8 | 60.1
a21oi | 15 | 75.1
a32o | 5 | 50.1
a32oi | 6 | 52.6
and2 | 238 | 1490
and3 | 44 | 282
and4 | 28 | 245
buf | 38 | 268
clkbuf | 54 | 203
dfxtp | 11 | 220
edfxtp | 516 | 15500
ha | 10 | 125
inv | 42 | 158
nand2 | 134 | 503
nand2b | 11 | 68.8
nand3 | 113 | 576
nand3b | 5 | 37.5
nand4 | 99 | 638
nand4b | 7 | 61.3
nor2 | 81 | 307
nor2b | 21 | 131
nor3 | 42 | 220
nor3b | 8 | 60.1
nor4 | 66 | 546
nor4b | 4 | 35.0
o2111ai | 7 | 61.3
o21ai | 42 | 210
o22ai | 6 | 37.5
o31a | 4 | 35.0
o31ai | 4 | 30.0
o32ai | 5 | 43.8
or2 | 13 | 81.3
or3 | 32 | 200
or4 | 25 | 210
xnor2 | 174 | 1520
xor2 | 50 | 438
[kinds of logic after synthesis]
logic type	after synthesis	synth area share, %
flops	527	62.0
fa+ha+maj	11	0.572
other cells	1	0.0148
xor+xnor	224	7.73
buf+inv	134	2.48
simple gates	977	22.7
compound gates	165	4.57
[stage by stage]
step,setup WS [ns],cell area [um^2],utilization (%)
final,13.83,34400,15.2
after floorplan,9.02,25500,-
after global placement,13.17,32400,14.3
after CTS,13.92,34400,15.2
after detailed placement,13.23,32400,14.3
after global routing,13.72,34400,15.2
[routing by layer]
metal | part of all wire, % | up-vias | wire, um | track usage (%)
met4 | 4.0 | 22 | 3310 | 2.09
met5 | 0.18 | - | 149 | 0
met1 | 41 | 8368 | 34300 | 8.20
met3 | 9.2 | 183 | 7690 | 2.76
li1 | - | 8326 | - | -
met2 | 46 | 749 | 38300 | 10.5
[layout by cell type, fill, tap and decap left out, drive strengths merged, types with 44 or more instances in the layout]
cell	count
inv	48
and2	238
xnor2	174
clkbuf	70
and3	44
clkdlybuf4s50	333
nand3	113
nand2	134
edfxtp	516
nand4	99
nor2	81
nor4	66
xor2	50
Power is estimated from default activity; no workload was simulated.
